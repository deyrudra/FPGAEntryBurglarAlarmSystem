==> design/flow/design.v <==
module security_system (input CLOCK_50,
    input [3:0] KEY,
    input [1:0] GPIO_0,
	 input [9:0] SW,
    output [5:0] GPIO_1,
    output [9:0] LEDR,
	 output reg [6:0] HEX0, 
    output reg [6:0] HEX1,  
    output reg [6:0] HEX2,   
    output reg [6:0] HEX3,    
    output reg [6:0] HEX4,    
    output reg [6:0] HEX5     
	 );
	parameter spi_clk_div = 28'd48828; 
	reg [7:0] data_in;
	wire [7:0] data_out;
	wire reset;
	wire busy_transaction;
	reg start = 1;
	wire spi_clk;
	wire ss;
	wire miso;
	wire mosi;
	wire bits_8;
	assign reset = KEY[0];
	assign miso = GPIO_0[0];
	assign GPIO_1[0] = mosi;
	assign GPIO_1[1] = ss;
	assign GPIO_1[2] = spi_clk;
	assign LEDR[0] = busy_transaction;
	assign LEDR[8:1] = data_in[7:0];
	reg authenticated = 0;
	reg engaged = 0;
	assign GPIO_1[3] = authenticated;
	assign GPIO_1[4] = engaged;
	wire motionDetected;
	assign motionDetected = GPIO_0[1];  
	assign LEDR[9] = motionDetected;
	reg buzzer = 0;
	assign GPIO_1[5] = buzzer;
	reg start_timer = 0;
	reg test = 0;
	spi_master 
	#(
		.bits_transfer(8), .spi_clk_div(spi_clk_div)  
	) 
	U1 (
		 CLOCK_50,           
		 reset,              
		 start,              
		 miso,               
		 mosi,               
		 ss,                 
		 spi_clk,            
		 busy_transaction,   
		 data_in,            
		 data_out            
	);
	reg [27:0] clk_div;  
    wire sclk_enable = (clk_div == 28'd0);  
    always @(posedge CLOCK_50) begin
		clk_div <= (clk_div == 28'd0) ? 28'd500000 : clk_div - 1; 
    end
	reg [2:0] process = 2'd0;
	reg [31:0] step = 32'd0;
	wire control;
	reg [31:0] currentUID = 32'h00000000;
	reg clock2;
	reg [2:0] system_state = 2'd0;  
	reg clock3;
	wire control2;
	wire engageSystem;
	assign engageSystem = ~KEY[1];
	reg [7:0] systemStateCommand = 8'hBA;
	assign control = 1;  
	assign control2 = 1;  
    reg [25:0] sec_count;        
    reg [5:0] seconds = 6'd50;  
    reg [5:0] minutes = 6'd0;   
	 reg counter_is_zero = 0;
    function [6:0] seg7;
        input [3:0] digit;
        case (digit)
            4'd0: seg7 = 7'b1000000;
            4'd1: seg7 = 7'b1111001;
            4'd2: seg7 = 7'b0100100;
            4'd3: seg7 = 7'b0110000;
            4'd4: seg7 = 7'b0011001;
            4'd5: seg7 = 7'b0010010;
            4'd6: seg7 = 7'b0000010;
            4'd7: seg7 = 7'b1111000;
            4'd8: seg7 = 7'b0000000;
            4'd9: seg7 = 7'b0010000;
            default: seg7 = 7'b1111111;  
        endcase
    endfunction
    always @(posedge CLOCK_50) begin
		  if (~start_timer) begin
            sec_count <= 0;
        end else if (sec_count == 50000000 - 1) begin
            sec_count <= 0;
        end else begin
            sec_count <= sec_count + 1;
        end
    end
    always @(posedge CLOCK_50) begin
		  if (~start_timer) begin
            seconds <= 6'd60;
            minutes <= 6'd0;
				counter_is_zero <= 0;
        end else if (sec_count == 50000000 - 1) begin
            if (seconds == 0) begin
                if (minutes > 0) begin
                    minutes <= minutes - 1;
                    seconds <= 6'd59;
                end else begin
						counter_is_zero <= 1;
					 end
            end else begin
                seconds <= seconds - 1;
            end
        end
    end
	always @(*) begin
        HEX0 = seg7(seconds % 10);        
        HEX1 = seg7(seconds / 10);        
        HEX2 = seg7(minutes % 10);              
        HEX3 = seg7(minutes / 10);           
        HEX4 = 7'b1111111;       
        HEX5 = 7'b1111111;                
    end
   always @(posedge CLOCK_50) begin
        if (~reset) begin
            step <= 0;         
            data_in = 0;       
				authenticated <= 0;
				start_timer <= 0;
				system_state <= 2'd0;
				buzzer <= 0;
        end else begin
				if (sclk_enable)
				begin
					clock3 <= ~clock3;
					if (clock3)
					begin
						case (system_state)  
							2'd0: begin  
								engaged <= 0;  
								start_timer <= 0;
								buzzer <= 0;
								if (engageSystem)
								begin
									system_state <= 2'd1;
									authenticated <= 0;  
								end
								else
								begin
									system_state <= system_state;
								end
							end
							2'd1: begin  
								engaged <= 1;  
								if (authenticated)
								begin
									system_state <= 2'd0;
								end
								else if (motionDetected)  
								begin
									system_state <= 2'd2;
								end
								else
								begin
									system_state <= system_state;
								end
							end
							2'd2: begin  
								start_timer <= 1;
								if (authenticated)
								begin
									system_state <= 2'd0;
								end
								else if (counter_is_zero == 1)
								begin
									system_state <= 2'd3;
								end
							end
							2'd3: begin  
								if (authenticated)
								begin
									system_state <= 2'd0;
								end
								else
								begin
									buzzer <= 1;
									system_state <= system_state;
								end
							end
						endcase
					end
				end
				case (process)  
					2'd0:
					begin
						if (start == 0)
					   begin
							start = 1;
					   end
						if (control && sclk_enable)
						begin
							clock2 <= ~clock2;
							if (clock2)
							begin
								case (step)  
								32'd0: begin
									loadData(8'hAA);  
								end
								32'd1: begin
									sendData();
								end
								32'd2: begin
									loadData(8'h00);
								end
								32'd3: begin
									sendData();
								end
								32'd4: begin
									currentUID[31:24] = data_out[7:0];
									step <= step + 1;
								end
								32'd5: begin
									loadData(8'h00);
								end
								32'd6: begin
									sendData();
								end
								32'd7: begin
									currentUID[23:16] = data_out[7:0];
									step <= step + 1;
								end
								32'd8: begin
									loadData(8'h00);
								end
								32'd9: begin
									sendData();
								end
								32'd10: begin
									currentUID[15:8] = data_out[7:0];
									step <= step + 1;
								end
								32'd11: begin
									loadData(8'h00);
								end
								32'd12: begin
									sendData();
								end
								32'd13: begin
									currentUID[7:0] = data_out[7:0];
									step <= step + 1;
								end
							   32'd14: begin
									if (currentUID[31:0] == 32'h332C1EB7 || currentUID[31:0] == 32'h336BF410)
									begin
										authenticated <= 1;
									end
									step <= step + 1;
								end
								32'd15: begin
									if (system_state == 2'd0)
									begin
										systemStateCommand = 8'hBA;
									end
									else if (system_state == 2'd1)
									begin
										systemStateCommand = 8'hBB;
									end
									else if (system_state == 2'd2)
									begin
										systemStateCommand = 8'hBC;
									end
									else if (system_state == 2'd3)
									begin
										systemStateCommand = 8'hBD;
									end
									step <= step + 1;
								end
								32'd16: begin
									loadData(systemStateCommand);
								end
								32'd17: begin
									sendData();
								end
								32'd18: begin
									  step <= 32'd0;
								end
								endcase
							end
						end
					end
				endcase
        end
   end  
	task loadData;
		input [7:0] data;
		data_in <= data;
		step <= step + 1;
	endtask
	task sendData;
		start = 0;
		step <= step + 1;
	endtask
endmodule
module spi_master 
#(
	parameter bits_transfer = 8,  
	parameter counter_width = $clog2(bits_transfer),  
	parameter spi_clk_div = 28'd6250000  
)
(
    input wire CLOCK_50,
    input wire reset,  
    input wire start,  
    input miso,  
    output reg mosi,  
    output reg ss,  
    output reg spi_clk,  
    output reg busy,  
	input wire [bits_transfer-1:0] data_in,  
	output reg [bits_transfer-1:0] data_out  
);
    reg [counter_width:0] bit_count;          
    reg [bits_transfer-1:0] mosiR;          
	reg [bits_transfer-1:0] misoR;
    reg [1:0] state;              
    localparam IDLE     = 2'b00;  
    localparam LOAD     = 2'b01;  
    localparam TRANSFER = 2'b10;  
    reg [27:0] clk_div;            
    wire sclk_enable = (clk_div == 28'd0);  
    always @(posedge CLOCK_50 or negedge reset) begin
        if (!reset) begin
            clk_div <= 28'd0;
        end else begin
            clk_div <= (clk_div == 28'd0) ? spi_clk_div : clk_div - 1;  
        end
    end
    always @(posedge CLOCK_50 or negedge reset) begin
        if (!reset) begin
            state <= IDLE;
            spi_clk <= 0;  
				ss <= 1;  
            busy <= 0;
            bit_count <= 0;
            mosiR <= 0;
				misoR <= 0;
				data_out <= 0;
        end else begin
            case (state)
                IDLE: begin
                    spi_clk <= 0;  
						  mosi <= data_in[bits_transfer-1];  
						  bit_count <= 1;  
                    ss <= 1;  
                    busy <= 0;
						  bit_count <= 0;
						  mosiR <= 0;
                    if (!start) begin
                        state <= LOAD;
                    end
                end
                LOAD: begin
                    ss <= 0;         
                    mosiR <= data_in[bits_transfer-2:0];  
                    bit_count <= bits_transfer-1;       
                    busy <= 1;             
                    state <= TRANSFER;
                end
                TRANSFER: begin
                    if (sclk_enable) begin
                            spi_clk <= ~spi_clk;  
                        if (spi_clk) begin
                            mosi <= mosiR[bits_transfer-2];  
                            mosiR <= {mosiR[bits_transfer-3:0], 1'b0};  
									 misoR <= {misoR[bits_transfer-2:0], miso};
                            if (bit_count == 0) begin
                                state <= IDLE;  
                                ss <= 1;  
                                busy <= 0;      
										  data_out <= {misoR[bits_transfer-2:0], miso};  
                            end else begin
                                bit_count <= bit_count - 1;
                            end
								 end
								 if (~spi_clk) begin
								 end
                    end
                end
                default: state <= IDLE;
            endcase
        end
    end
endmodule
==> design/flow/run.sh <==
#!/bin/bash
# OpenROAD 26Q1-2900-gdf79404cd8, Yosys 0.63+post, stock flow scripts
make -C /OpenROAD-flow-scripts/flow DESIGN_CONFIG=/design/flow/config.mk WORK_HOME=/design/flow/orfs finish
==> design/flow/config.mk <==
export PLATFORM = sky130hd
export DESIGN_NAME = security_system
export DESIGN_NICKNAME = security_system
export VERILOG_FILES = /design/flow/design.v
export SDC_FILE = /design/flow/constraint.sdc
export NUM_CORES = 4
export LEC_CHECK = 1
export CORE_UTILIZATION = 50
==> design/flow/constraint.sdc <==
current_design security_system

set clk_period 14.0
set clk_io_pct 0.2

create_clock -name clk0 -period $clk_period [get_ports {CLOCK_50}]

set non_clock_inputs [all_inputs -no_clocks]
set_input_delay [expr $clk_period * $clk_io_pct] -clock clk0 $non_clock_inputs
set_output_delay [expr $clk_period * $clk_io_pct] -clock clk0 [all_outputs]
==> run notes <==
run metrics: clk latency of the worst-skew pair=0.51 ns, outcome=finished, final reports clean, hold endpoint=clk_div[0], max-slew headroom at the worst pin=44.6%, startpoint class of the critical path=register, filler cell count=1717, number of buffers on the longest clock path=3, part of the cycle the worst path needs=50.9%, post-layout power=1250 µW, length in cells of the worst reg-to-reg path=6, post-layout instance area=11700 µm², min-delay worst type=register to register, r2r setup slk=10.90 ns, type of the worst setup path=register to output pin, Floorplan Core Area=20200 µm², stage-log warning count=69, clock slew seen by the registers of the worst setup and hold paths=0.06 ns, endpoint type of the worst setup path=output pin, combined area of all synthesized cells=10300 µm², post-detailed-placement cell area=10900 µm², Buffers on Ports=47, hold slack=0.442 ns, wire length of the first global-routing pass=32000 µm, # diodes=0, Area Overhead vs Synth=13.6%, cts bufs inserted=24, vias in the first global route=6645, Mean Syn Cell Area=9.83 µm², most instantiated logic cells after routing=nor2_1 (117), dfxtp_1 (109), nand2_1 (79), Post CTS Setup Buffer Count=0, beginning of the worst hold path=clk_div[0], Resized cells post-CTS=0, Worst Path Arrival=4.33 ns, maximum number of pins on one net before global-route repair=47, count of synthesis-stage warnings from yosys=2, flip-flop and latch count after synthesis=209, maximum capacitance violations=0, hold bufs inserted after CTS=0, clock root buffer=clkbuf_16, ANT nets after route=0, final core area utilization=58.0%, predominant post-synthesis flop cell=dfxtp_1, synthesis area per yosys=10300 µm², initial cell density of the core=51.1%, number of search-and-repair iterations in the first detailed-routing pass=4, Row Count=52, number of enable-type register cells in the synthesized netlist=40, maximum fanout along the worst path=11, post-DR wirelength/cell=13.6 µm, hold violation count in the final report=0, die footprint=21200 µm², sequential share of the synthesized area=47.3%, summed negative setup slack over all endpoints=0 ns, worst r2r src=U1.clk_div[22], 1st-iter DRT viols=271, P per Cell Area=107 nW/µm², Chip Height=146 µm, number of distinct library cells after synthesis=79, CTS sink cnt=209, worst hold path stage count=1, Peak supply drop=0.0000797 V, post-detail-place hpwl=12600 µm, critical path required time=11.20 ns, post-route clock skew=0.0172 ns, setup repair after global routing missed its margin=false, post-layout minimum cycle time=7.13 ns, proportion of register bits with asynchronous set or reset after synthesis=28.7%, gate count of the mapped netlist=1051, total congestion overflow after global routing=0, IO Count=75, CTS tree=yes, DR DRC count=0, CTS H-tree depth=1, Critical R2R Capture=U1.data_out[7], global-route usage over all layers=18.8%, chip width=146 µm, number of antenna violations at the first check in global routing=0, Max Clk Rate=140 MHz, gp weighted congestion=0.803, Setup violations, final=0, most frequent logic cell in the layout=nor2_1, fraction of layout cells with a size suffix above 1=10.5%, DR vias=7095, yosys cell count=1051, final tally of max-slew violations=0, routed wire length=18600 µm, Avg Vias per Cell=5.16, static leakage=0.00478 µW, transition time at the pin with the least slew margin=0.829 ns
[logic make-up (layout without fill, tap and decap cells)]
group / count (synthesis) / after routing / share of synthesized area, %
buffers and inverters: 99 / 141 / 4.64
and+or+nand+nor: 438 / 438 / 22.3
xor gates and xnor gates: 75 / 75 / 6.36
other: 2 / 15 / 0.0727
muxes: 43 / 43 / 4.57
DFF: 209 / 209 / 47.3
adders and majority gates: 51 / 51 / 6.10
AOI/OAI and AO/OA: 134 / 134 / 8.65
[flip-flops by register name (all words and copies together) (netlist names), 2 cells and up]
name                flops
U1.data_out             8
U1.clk_div             28
seconds                 6
system_state            2
currentUID             32
sec_count              26
clk_div                28
systemStateCommand      3
U1.misoR                7
minutes                 6
U1.mosiR                7
U1.state                3
data_in                 5
U1.bit_count            4
step                   32
[worst max-delay path, cell delays in order (launching register included)]
cell and delay, ns:
dfxtp_1 0.51, inv_1 0.18, ha_1 0.24, inv_1 0.06, ha_1 0.12, inv_1 0.05, a21oi_1 0.18, a21o_2 0.19
inv_2 0.12, maj3_1 0.37, a21o_1 0.19, o22ai_2 0.26, inv_1 0.11, ha_1 0.29, or2_2 0.29, a21boi_0 0.17
clkdlybuf4s50_1 0.49
[power by group]
part           internal [µW]  switching, µW  leakage, µW  total (µW)
Clock                    384            244     0.000405         628
Sequential               614          0.440      0.00209         614
Combinational           1.82           5.83      0.00229        7.65
[Yosys cell counts (13+ instances only)]
library cell	number	area, µm²
mux2_2	29	327
dfrtp_1	58	1450
nor4_1	26	163
and3_1	13	81.3
nand3_1	48	240
mux2i_1	13	130
xor2_1	30	263
a21oi_1	39	195
inv_1	43	161
o21ai_0	37	185
ha_1	48	601
clkbuf_1	23	86.3
nand2_1	79	297
edfxtp_1	40	1200
and2_1	48	300
buf_4	25	188
dfxtp_1	109	2180
nor3_1	18	90.1
xnor2_1	45	394
nor2_1	117	439
[layer usage]
| metal | up-vias | wire length, µm | global-route usage [%] |
|---|---|---|---|
| li1 | 3683 | - | - |
| met1 | 3281 | 9480 | 30.9 |
| met2 | 100 | 8010 | 27.2 |
| met3 | 31 | 808 | 3.90 |
| met4 | 0 | 343 | 3.11 |
| met5 | - | 0 | 0 |
[how the worst max path moves through the flow]
stage / end / startpoint
after global routing: HEX0[1] / seconds[3]
final: HEX0[1] / seconds[3]
after CTS: HEX0[1] / seconds[3]
[metrics by stage]
step / std cells / setup WS [ns]
after floorplan: 1064 / 8.14
after global placement: 1332 / 7.39
after detailed placement: 1332 / 7.38
after CTS: 1376 / 6.81
after global routing: 1376 / 6.40
final: 1376 / 6.87
[layout make-up]
cell class | count | area (µm²) | share of cell area, %
Multi-Input combinational cell | 756 | 5020 | 42.8
Clock buffer | 34 | 732 | 6.24
Inverter | 45 | 169 | 1.44
Timing Repair Buffer | 52 | 503 | 4.29
Sequential cell | 209 | 4890 | 41.6
Clock inverter | 10 | 87.6 | 0.746
Tap cell | 270 | 338 | 2.88
Power figures rest on the tool's default switching activity, not on a simulated workload.
